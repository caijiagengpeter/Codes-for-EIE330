$ cat flow/design.v
module Key (
    input clk,     
    input rst_n,   
    input key_in,  
    output reg key_out  
);
reg [19:0] counter;  
reg key_in_reg;  
always @(posedge clk or negedge rst_n) begin
    if (!rst_n) begin
        counter <= 0;
        key_out <= 0;
        key_in_reg <= 0;
    end else begin
        key_in_reg <= key_in;  
        if (key_in_reg != key_in) begin
            counter <= 0;  
        end else if (counter == 1000000) begin   
            key_out <= key_in; 
        end else begin
            counter <= counter + 1;  
        end
    end
end
endmodule
$ cat flow/run.sh
#!/bin/bash
# OpenROAD 26Q1-2900-gdf79404cd8, Yosys 0.63+post, stock flow scripts
make -C /OpenROAD-flow-scripts/flow DESIGN_CONFIG=/design/flow/config.mk WORK_HOME=/design/flow/orfs finish
$ cat flow/config.mk
export PLATFORM = sky130hd
export DESIGN_NAME = Key
export DESIGN_NICKNAME = Key
export VERILOG_FILES = /design/flow/design.v
export SDC_FILE = /design/flow/constraint.sdc
export NUM_CORES = 4
export LEC_CHECK = 1
export CORE_AREA = 10 10 106 106
export DIE_AREA = 0 0 116 116
$ cat flow/constraint.sdc
current_design Key

set clk_period 3.3
set clk_io_pct 0.2

create_clock -name clk0 -period $clk_period [get_ports {clk}]

set non_clock_inputs [all_inputs -no_clocks]
set_input_delay [expr $clk_period * $clk_io_pct] -clock clk0 $non_clock_inputs
set_output_delay [expr $clk_period * $clk_io_pct] -clock clk0 [all_outputs]
==> results.json <==
{
  "postCtsSetupRepairBufs": 0,
  "top_cells_by_count": "dfrtp_1 (22), nor2_1 (14), inv_1 (10), xnor2_1 (9), a21oi_1 (7)",
  "hold_depth": 2,
  "pre_cts_ws_ns": 1.25,
  "yosysWarnings": 1,
  "syn_to_final_growth_pct": 17.4,
  "rows": 34,
  "yosysChipArea_um2": 1230,
  "critical_path_class": "flip-flop to primary output",
  "leakage_nw": 0.576,
  "startpoint_type": "flip-flop",
  "die_x_um": 116,
  "grt_max_degree": 23,
  "yosysCellCount": 122,
  "maxCapViolCount": 0,
  "largest_reg_flops": 20,
  "most_common_cell": "dfrtp_1",
  "cts_resized": 0,
  "grt.total_usage_pct": 3.81,
  "clkTransAtPathRegs_ns": 0.08,
  "worst_ep_arrival_time_ns": 1.11,
  "ys_sh_mux_pct": 0,
  "finalSetupViolCount": 0,
  "drive_gt1_share_pct": 14.1,
  "grt_pass1_vias": 893,
  "fp_util_pct": 13.9,
  "diodes": 0,
  "worstSkewPairLatency_ns": 0.26,
  "fmax_ghz": 0.565,
  "core_area_um2": 8850,
  "dr.pass1.iters": 3,
  "max_stage_delay_ns": 0.48,
  "yosysSeqAreaShare_pct": 44.6,
  "wl_per_cell_um": 9.99,
  "routed_wl_um": 2360,
  "cts_sinks": 22,
  "hold_viol_final": 0,
  "fin_util_pct": 16.4,
  "critical-path-slowest-cell": "clkdlybuf4s50_1",
  "ant_nets": 0,
  "hold_buffers": 0,
  "logic_family": "simple AND/OR/NAND/NOR gates",
  "antenna_found_initial": 0,
  "pin_count": 4,
  "synthArstFlopShare_pct": 100,
  "peakVddDrop_mv": 0.149,
  "status": "finished, final reports clean",
  "edf_count": 0,
  "post-route-period-util_pct": 53.6,
  "top_area_share_pct": 44.6,
  "end_kind": "primary output",
  "max_slew.worst_pin.slew_ns": 0.409,
  "cp_num_cells": 1,
  "rsz0062_at_grt": "no",
  "syn_inst": 122,
  "grt_overflow": 0,
  "vias_per_cell": 3.75,
  "hold_class": "flip-flop to flip-flop",
  "relSlewSlack_pct": 72.5,
  "ys_sh_aoi_pct": 9.53,
  "worstPathMaxFanout": 3,
  "dp_hpwl_um": 1630,
  "critical_path.top_delay_family": "buffers and inverters",
  "rr_worst_depth": 4,
  "grt_pass1_wl_um": 4240,
  "power_mw": 0.515,
  "syn_avg_cell_area_um2": 10.1,
  "crit_buf_inv": 1,
  "synth_adder_area_share_pct": 2.03,
  "yosysTopAreaCell": "dfrtp_1",
  "ys_ff": 22,
  "synth_cell_types": 34,
  "drc": 0,
  "setup_tns_ns": 0,
  "timing.final.ws_setup_ns": 1.53,
  "portBuffers": 3,
  "path_cells": "clkdlybuf4s50_1",
  "first_iter_violations": 34,
  "final_max_slew_viol_count": 0,
  "netlist_area_um2": 1230,
  "chip_area_um2": 13500,
  "warning_count": 26,
  "cp.required_ns": 2.64,
  "fin_crit_ns": 1.77,
  "ys_sh_simple_pct": 29.9,
  "vias": 884,
  "cts.htree.levels": 1,
  "cts_root_buffer": "clkbuf_8",
  "ys_sh_xor_pct": 9.23,
  "yosys-top-cells-area": "dfrtp_1 (45%), xnor2_1 (6.4%), nor2_1 (4.3%)",
  "cts_buffer_depth": 2,
  "cts_made_buffers": 3,
  "fin_skew_ns": 0.00618,
  "p_per_area_nw_per_um2": 356,
  "die.size.y_um": 116,
  "synthFlopType": "dfrtp_1",
  "cts_tree": "built",
  "place_congestion": 0.757
}
layer usage:
| layer | vias up | track usage, % | share of wire [%] | wire length, um |
|---|---|---|---|---|
| li1 | 449 | - | - | - |
| met1 | 425 | 5.38 | 53 | 1250 |
| met2 | 10 | 5.61 | 41 | 978 |
| met3 | 0 | 1.57 | 5.3 | 125 |
| met4 | 0 | 0.250 | 0 | 0 |
| met5 | - | 0 | 0 | 0 |
logic make-up after synthesis:
kind of cell,after synthesis
simple gates,54
flops,22
compound gates,18
xor+xnor,13
buf+inv,13
fa+ha+maj,2
worst register-to-register path, stage by stage, from the launching register on:
cell and delay [ns]:
dfrtp_1 0.49, nand4_4 0.27, nor4_4 0.43, a311oi_1 0.15, a41o_1 0.21
layout by cell type (no fill, tap or decap), drive strengths merged, types with 2 or more instances in the layout:
cell type       n
xnor2           9
or3             2
buf             2
xor2            4
and2            2
a311oi          2
nand2           6
nor3            6
a21oi           7
clkbuf          4
clkdlybuf4s50   3
nand4           5
inv            10
a41o            2
nor2           15
o21ai           3
ha              2
nand3           6
nor4            7
dfrtp          22
and3            2
per-stage QoR:
| step | instances | area (um^2) | hold WS (ns) |
|---|---|---|---|
| global route | 236 | 1450 | 0.587 |
| finish | 236 | 1450 | 0.557 |
| floorplan | 122 | 1230 | 0.364 |
| detailed placement | 232 | 1390 | 0.549 |
| CTS | 236 | 1450 | 0.569 |
| global placement | 232 | 1390 | 0.538 |
power breakdown:
group          leakage, nW  internal, mW  switching, mW  total, mW
registers            0.303         0.276        0.00949      0.285
clock network       0.0288         0.106         0.0842      0.190
logic                0.244        0.0138         0.0258     0.0396
total                0.576         0.396          0.120      0.515
cell type report:
cell class | instances | area (um^2)
Clock buffer | 4 | 55.1
Fill cell | 978 | 7400
Inverter | 10 | 37.5
Multi-Input combinational cell | 87 | 626
Sequential cell | 22 | 551
Tap cell | 108 | 135
Timing Repair Buffer | 5 | 45.0
worst paths after layout:
| path | startpoint | endpoint | slack, ns |
|---|---|---|---|
| worst min-delay path | key_out | key_out | 0.56 |
| worst max-delay path | key_out | key_out | 1.53 |
| worst max register to register | counter[3] | counter[18] | 1.65 |
| worst min register to register | key_out | key_out | 0.56 |
| max in group asynchronous | rst_n | counter[5] | 2.32 |
| min in group asynchronous | rst_n | counter[14] | 0.75 |
Power and IR drop assume default switching activity.
